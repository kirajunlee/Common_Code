==> /design/flow/design.v <==
module add_sub_cnt #(
    parameter     CNT_WIDTH               = 8                  ,  
    parameter     CNT_LIMIT               = 1'b1                  
)
(
    input                                 clk                  ,
    input                                 rst_n                ,  
    input                                 add                  ,  
    input                                 sub                  ,  
    output logic [CNT_WIDTH-1: 0]         cnt                  ,  
    output logic                          cnt_overflow         ,
    output logic                          cnt_underflow
);
always @(posedge clk, negedge rst_n) begin
    if (~rst_n) begin  
        cnt <= 'd0 ;
    end
    else if (add && ~sub) begin  
        if ((CNT_LIMIT && ~(&cnt)) || ~CNT_LIMIT) begin  
            cnt <= cnt + 1'b1 ;
        end
    end
    else if (~add && sub) begin  
        if ((CNT_LIMIT && (|cnt)) || ~CNT_LIMIT) begin  
            cnt <= cnt - 1'b1 ;
        end
    end
end
assign cnt_overflow  = (add && ~sub &&  (&cnt))? 1'b1 : 1'b0 ;  
assign cnt_underflow = (~add && sub && ~(|cnt))? 1'b1 : 1'b0 ;  
endmodule
module sfifo #(
    parameter    DEPTH                = 4                      ,  
    parameter    WIDTH                = 8                      ,  
    parameter    DOUT_REG             = "false"
)(   
    input                             clk                      ,
    input                             rst_n                    ,  
    input                             fifo_wen                 ,
    input         [WIDTH-1: 0]        fifo_wdat                ,
    input                             fifo_ren                 ,
    output  logic [WIDTH-1: 0]        fifo_rdat                ,
    output  logic                     fifo_empty               ,
    output  logic                     fifo_full                ,
    output  logic [DEPTH-1: 0]        fifo_depth
);
    logic                            wen                      ;
    logic       [DEPTH  : 0]         waddr                    ;
    logic                            ren                      ;
    logic       [DEPTH  : 0]         raddr                    ;
    assign wen = fifo_wen & ~fifo_full ;  
    always @(posedge clk, negedge rst_n) begin
        if (~rst_n) begin
            waddr <= 'd0 ;   
        end
        else if (wen) begin  
            waddr <= waddr + 1'b1 ;
        end
    end
    assign ren = fifo_ren & ~fifo_empty ;  
    always @(posedge clk, negedge rst_n) begin
        if (~rst_n) begin
            raddr <= 'd0 ;   
        end
        else if (ren) begin  
            raddr <= raddr + 1'b1 ;
        end
    end
    assign fifo_full  = ({~waddr[DEPTH], waddr[DEPTH-1:0]} == raddr)? 1'b1 : 1'b0 ;  
    assign fifo_empty = (waddr == raddr)? 1'b1 : 1'b0 ;  
    add_sub_cnt #(
        .CNT_WIDTH         ( DEPTH               ),  
        .CNT_LIMIT         ( 1'b1                )   
    ) u_add_sub_cnt
    (
        .clk               ( clk                 ),
        .rst_n             ( rst_n               ),  
        .add               ( wen                 ),  
        .sub               ( ren                 ),  
        .cnt               ( fifo_depth          ),  
        .cnt_overflow      (                     ),
        .cnt_underflow     (                     )
    );
    simple_dpram_logic #(
        .ADDR_WIDTH        ( DEPTH               ),  
        .DATA_WIDTH        ( WIDTH               ),  
        .RD_DUR_WR_USE_NEW ( "false"             ),  
        .DOUT_REG          ( "false"             )   
    ) u_simple_dpram
    (
        .clk               ( clk                 ),  
        .wen               ( wen                 ),  
        .waddr             ( waddr               ),  
        .wdata             ( fifo_wdat           ),  
        .ren               ( ren                 ),  
        .raddr             ( raddr               ),  
        .rdata             ( fifo_rdat           )   
    );
endmodule
module simple_dpram_logic
#(
    parameter       ADDR_WIDTH          =   8                 ,  
    parameter       DATA_WIDTH          =   8                 ,  
    parameter       RD_DUR_WR_USE_NEW   =  "false"            ,  
    parameter       DOUT_REG            =  "false"               
)
(
    input                               clk                   ,  
    input                               wen                   ,  
    input          [ADDR_WIDTH-1: 0]    waddr                 ,  
    input          [DATA_WIDTH-1: 0]    wdata                 ,  
    input                               ren                   ,  
    input          [ADDR_WIDTH-1: 0]    raddr                 ,  
    output  logic  [DATA_WIDTH-1: 0]    rdata                    
);
    logic   [DATA_WIDTH-1: 0]                     ram_dout    ;
    logic   [DATA_WIDTH-1: 0]                     ram_reg     ;
    logic   [2**ADDR_WIDTH-1: 0][DATA_WIDTH-1: 0] ram         ;
    always @(posedge clk) begin
        if (wen) begin
            ram[waddr] <= wdata ; 
        end
    end
    generate
        if (RD_DUR_WR_USE_NEW == "true") begin : READ_DURING_WRITE_NEW_DAT
            always @ (posedge clk) begin
                if (ren) begin
                    if (wen && waddr == raddr) begin  
                        ram_dout <= wdata ;
                    end
                    else begin
                        ram_dout <= ram[raddr] ;
                    end
                end
            end
        end
        else begin : READ_DURING_WRITE_OLD_DAT
            always @ (posedge clk) begin
                if (ren) begin
                    ram_dout <= ram[raddr] ;
                end
            end
        end
        if (DOUT_REG == "true")begin
            always @(posedge clk)begin
                ram_reg <= ram_dout ;
            end
            assign rdata = ram_reg  ;
        end
        else begin
            assign rdata = ram_dout ;
        end
    endgenerate
endmodule
==> /design/flow/run.sh <==
#!/bin/bash
# OpenROAD 26Q1-2900-gdf79404cd8, Yosys 0.63+post, stock flow scripts
make -C /OpenROAD-flow-scripts/flow DESIGN_CONFIG=/design/flow/config.mk WORK_HOME=/design/flow/orfs finish
==> /design/flow/config.mk <==
export PLATFORM = sky130hd
export DESIGN_NAME = sfifo
export DESIGN_NICKNAME = sfifo
export VERILOG_FILES = /design/flow/design.v
export SDC_FILE = /design/flow/constraint.sdc
export NUM_CORES = 4
export LEC_CHECK = 1
export CORE_UTILIZATION = 50
==> /design/flow/constraint.sdc <==
current_design sfifo

set clk_period 9.6
set clk_io_pct 0.2

create_clock -name clk0 -period $clk_period [get_ports {clk}]

set non_clock_inputs [all_inputs -no_clocks]
set_input_delay [expr $clk_period * $clk_io_pct] -clock clk0 $non_clock_inputs
set_output_delay [expr $clk_period * $clk_io_pct] -clock clk0 [all_outputs]
==> summary.txt <==
Implementation results.

The clock tree from TritonCTS is done. The routability congestion estimate is 0.8250. Clock tree synthesis inserted a total of 17 buffers.

The final tally of max-slew violations is 0. The multi-input gate area in the final layout is 3120 sq um. The largest incremental delay on the critical path is 750 ps. The total congestion overflow after global routing is 0. For reference, the final report shows the hold violation count at 0. The power density over cell area is 363.8 nW/um^2. STA lists the maximum fanout along the critical path as 15. The die extent in y is 126.1 um.

The launching element type of the critical path is a register. The leakage power is 0.002927 uW. The initial antenna violation count came to 0.

The share of the core filled by cells before placement is 50.88%. The via count of the first global-routing pass is 4,651. The run finished with clean final reports. The initialized floorplan defines 45 standard-cell rows.

The share of flip-flops with an asynchronous set or reset after synthesis is 9.333%. In the final layout, the share of cells above drive strength 1 is 32.63%. The count of warning messages emitted by the tools is 26. The number of register bits inferred by synthesis is 150.

The final routed DRC violation total is 0. The pin closest to its max-slew limit shows a slew of 839.5 ps. The detailed router finished its first iteration with 308 violations. The report lists the cells along the critical path as xor2_1, nor4_4, and2_1, clkdlybuf4s50_1. The dominant register cell in the synthesized netlist is sky130_fd_sc_hd__edfxtp_1.

The most common logic cells in the final layout are sky130_fd_sc_hd__edfxtp_1 (136), sky130_fd_sc_hd__mux2_2 (87), sky130_fd_sc_hd__a32o_1 (35), sky130_fd_sc_hd__mux4_2 (32), sky130_fd_sc_hd__clkdlybuf4s50_1 (25). The floorplan step defined a core boundary enclosing 15,150 sq um. The buffer cell driving the clock tree root is sky130_fd_sc_hd__clkbuf_16.

Global routing used 23.82% of the available tracks. The hold buffer count at cts is 0. Counting every instance in the synthesized netlist gives 483. Per the post-CTS timing run, clock transition at the registers of the reported paths is 60 ps. After routing, the total negative slack on setup checks comes to 0 ps. The longest clock path from root to sink contains 2 buffers.

Gates resized during post-CTS repair numbered 0. Per the placement report, the placed cell count is 674. The number of flops mapped to enable cells by yosys is 136. According to the floorplan report, the total die area is 15,910 sq um. Grouping stages by cell kind, the critical path spends the most delay in simple AND/OR/NAND/NOR gates. The number of cells in the finished layout apart from fillers is 706. In this run the horizontal extent of the chip is 126.1 um. The type of the worst setup path is reg -> out. The chip area from the yosys synthesis statistics is 7706 sq um.

After synthesis the cells add up to 7706 sq um. The sum of net half-perimeters after detailed placement is 10,210 um. The buffering stage count on the worst path with inverters included is 1. The number of cells in the yosys synthesis report is 483. In this build the clock could be raised as far as 217.8 MHz. The data arrival time reported for the critical path is 2670 ps.

Nets still carrying antenna violations after routing amount to 0. Per the detailed-route log, wirelength across all metal layers totals 16,340 um. According to the timing report, the data required time at the worst endpoint equals 7680 ps. According to the hold report, the worst path is of the reg -> reg type. The clock tree has to reach 150 sinks.

In the log, the iteration count for the first detailed-route pass is 4. The clock latency on the worst-skew pair is 420 ps. The worst-case max-slew headroom was logged as 43.61%.

The synthesized area per cell is 15.95 sq um. The first global-routing pass estimated 26,160 um of wire. The detailed router placed 4,469 vias in this run. The maximum vdd drop is 0.1574 mV. The H-tree generated during clock tree synthesis spans 4 levels. During I/O placement, the number of pins put on the boundary was 26. The quantity of I/O buffers inserted on ports is 25.

The slowest stage cell on the critical path is sky130_fd_sc_hd__dfrtp_1. Setup repair after global routing left no endpoint under its margin. The part of the Yosys area used for sequential elements is 57.54%. OpenROAD reports that the post-layout worst path occupies 47.83% of the period. The number of flip-flops under the largest register name is 128. In the final layout, the fill cell count is 1,185. Counting I/O delays and the setup requirement, the final critical path takes 4592 ps. Leaving out fill and tap cells, the most frequent cell in the layout is sky130_fd_sc_hd__edfxtp_1. The post-CTS repair timing setup buffer count is 0. Yosys mapped the design onto 44 distinct sky130hd cell types. The clock skew after layout is 5.966 ps. The signed area change from the synthesized netlist to the final layout is 12.73%.

The count of maximum capacitance violations is 0. In the routed netlist, the antenna diode instances number 0. Summing all flip-flop and latch instances after layout gives 4436 sq um. The nature of the critical path endpoint is an output pin.

Using the TritonRoute via totals, the vias-per-cell ratio works out to 6.330. The largest net degree at the start of global routing is 63. The yosys warning tally is 5. The script logs the mean routed wire length per placed instance as 23.14 um. The number of setup violations in the final report is 0.
## path summary, 6_finish.rpt
check	start	endpoint	slack, ps	depth (start not counted)
worst max-delay path	waddr[0]	fifo_full	5010	4
worst min-delay path	raddr[4]	raddr[4]	490	1
worst max register to register	raddr[3]	u_simple_dpram.ram[50]	5870	5
worst min register to register	raddr[4]	raddr[4]	490	1
max in group asynchronous	rst_n	raddr[0]	7250	1
min in group asynchronous	rst_n	raddr[4]	1900	1
## per-stage QoR
| step | area, sq um | hold slack (ps) | setup WS, ps | utilization, % | power [uW] |
|---|---|---|---|---|---|
| finish | 8687 | 492.5 | 5008 | 57.36 | 3160 |
| global route | 8687 | 511.5 | 4856 | 57.36 | 3360 |
| CTS | 8687 | 497.6 | 4990 | 57.36 | 3191 |
| detailed placement | 8139 | 485.9 | 4616 | 53.74 | 2561 |
| global placement | 8139 | 478.5 | 4626 | 53.74 | 2535 |
| floorplan | 7710 | 465.6 | 2201 | - | 2205 |
## cell usage after synthesis, types with 5 or more instances
| library cell | count | area (sq um) |
|---|---|---|
| sky130_fd_sc_hd__edfxtp_1 | 136 | 4084 |
| sky130_fd_sc_hd__mux2_2 | 87 | 979.7 |
| sky130_fd_sc_hd__a32o_1 | 35 | 350.3 |
| sky130_fd_sc_hd__mux4_2 | 32 | 720.7 |
| sky130_fd_sc_hd__nand2_1 | 22 | 82.58 |
| sky130_fd_sc_hd__clkbuf_1 | 19 | 71.32 |
| sky130_fd_sc_hd__dfrtp_1 | 14 | 350.3 |
| sky130_fd_sc_hd__nor2b_1 | 11 | 68.82 |
| sky130_fd_sc_hd__a21oi_1 | 10 | 50.05 |
| sky130_fd_sc_hd__buf_2 | 10 | 50.05 |
| sky130_fd_sc_hd__mux2i_1 | 10 | 100.1 |
| sky130_fd_sc_hd__xnor2_1 | 10 | 87.58 |
| sky130_fd_sc_hd__a211oi_1 | 9 | 67.56 |
| sky130_fd_sc_hd__o2bb2ai_1 | 7 | 61.31 |
| sky130_fd_sc_hd__ha_1 | 6 | 75.07 |
| sky130_fd_sc_hd__nor2_1 | 6 | 22.52 |
| sky130_fd_sc_hd__xor2_1 | 6 | 52.55 |
| sky130_fd_sc_hd__inv_1 | 5 | 18.77 |
| sky130_fd_sc_hd__nand3_1 | 5 | 25.02 |
| sky130_fd_sc_hd__nand4_1 | 5 | 31.28 |
| sky130_fd_sc_hd__nor3_1 | 5 | 25.02 |
## routing by layer
layer | vias up | part of all wire [%] | track usage (%)
met5 | - | 0 | 0
met4 | 0 | 1.0 | 2.268
met3 | 14 | 10 | 11.82
met2 | 167 | 47 | 34.25
met1 | 2269 | 42 | 37.71
li1 | 2019 | - | -
## power breakdown
group | total (uW) | switching [uW] | internal, uW
combinational | 1300 | 659 | 637
sequential | 1240 | 171 | 1070
clock | 623 | 246 | 377
## cell type report
class	instances	share of cell area [%]
inverters	6	0.2593
clock inverters	12	1.282
clock buffers	20	5.027
well taps	188	2.708
multi-input cells	295	35.92
repair buffers	35	3.745
flip-flops and latches	150	51.06
## logic make-up (layout without fill, tap and decap cells)
family | count (synthesis) | after routing | synth area share, %
simple gates | 69 | 69 | 5.569
compound gates | 72 | 72 | 8.021
fa+ha+maj | 7 | 7 | 1.234
flops | 150 | 150 | 57.54
buf+inv | 38 | 73 | 2.159
xor+xnor | 16 | 16 | 1.818
mux | 131 | 131 | 23.66
Power figures rest on the tool's default switching activity, not on a simulated workload.
